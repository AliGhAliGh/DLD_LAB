==> flow/design.v <==
module controller(input clk,rst,start,co,
		    output reg done, zx,initx,ldx, zt,initt,ldt, zr,initr,ldr, zc,ldc,enc, s);
	reg [2:0] ps, ns;
	parameter [2:0]
	Idle = 0, Initialization = 1, Begin = 2, Mult1 = 3, Mult2 = 4, Add=5;
	always@(ps,co,start)begin
		ns = Idle;
		case(ps)
			Idle:
				ns = (start)? Initialization : Idle;
			Initialization:
				ns = (start)? Initialization : Begin;
			Begin:
				ns = Mult1;
			Mult1:
				ns = Mult2;
			Mult2:
				ns = Add;
			Add:
				ns = (co)? Idle : Mult1;
		endcase
	end
	always@(ps,co,start)begin
	done = 1'b0; zx = 1'b0; initx = 1'b0; ldx = 1'b0; zt = 1'b0; initt = 1'b0; ldt = 1'b0; 
	zr = 1'b0; initr = 1'b0; ldr = 1'b0;  zc = 1'b0; ldc = 1'b0; enc = 1'b0; s = 1'b0;
		case(ps)
			Idle:begin
				zx = 1'b1;
				zt = 1'b1;
				zc = 1'b1;
				done = 1'b1;
			end
			Initialization: begin
				ldx = 1'b1;
			end
			Begin:begin
				initr = 1'b1;
				initt = 1'b1;
			end
			Mult1:begin
				s = 1'b0;
				ldt = 1'b1;
			end
			Mult2:begin
				s = 1'b1;
				ldt = 1'b1;
			end
			Add:begin
				enc =1'b1;
				ldr = 1'b1;
			end
		endcase
	end
	always@(posedge clk,posedge rst)begin
		if(rst == 1'b1)
			ps <= Idle;
		else
			ps <= ns;
	end
endmodule
`timescale 1 ns/ 100 ps
module counter (input clk,rst,zero,ld,enb, input [2:0] in ,output reg [3:0] out, output  co);
	always@(posedge clk, posedge rst)begin
		if(rst == 1'b1)
			out <= 0;
		else
			if(zero == 1'b1)
				out <= 0;
			else if(ld == 1'b1)
				out <= in;
			else if(enb == 1'b1)
				out <= out + 1'b1;
	end
	assign co = (out >= 4'b1000)? 1'b1: 1'b0;
endmodule 
module datapath(input clk,rst, zx,initx,ldx, zt,initt,ldt, zr,initr,ldr, zc,ldc,enc, s,
		 input [15:0] x, output co,output [17:0]result);
	wire [15:0] xptwo;
	wire [2:0] c_in = 0;
	wire [15:0] data,m_out,temp_in,ymux;
	wire [15:0] xptwor,temp_out, xr;
	wire [17:0] res_in;
	wire [3:0] adr;
	register regx(clk,rst,zx,initx,ldx,x,xr);
	counter count(clk,rst,zc,ldc,enc,c_in,adr,co);
	LUT lut(adr,data);
	mux2to1 mux(xr,data,s,m_out);
	multiplier mult(m_out,temp_out,temp_in);
	register rtemp(clk,rst,zt,initt,ldt,temp_in,temp_out);
	adder add(result,{2'b00,temp_out},res_in);
	register18 rres(clk,rst,zr,initr,ldr,res_in,result);
endmodule
module LUT (input [3:0] adr, output [15:0] data);
reg [15:0] datat;
	always @(adr) begin
		case(adr)
			0: datat = 16'hFFFF;
			1: datat = 16'h8000; 
			2: datat = 16'h5555; 
			3: datat = 16'h4000; 
			4: datat = 16'h3333; 
			5: datat = 16'h2AAA; 
			6: datat = 16'h2492; 
			7: datat = 16'h2000; 
		endcase
	end
assign data = datat;
endmodule
module adder(input [17:0] a,b, output [17:0] s);
assign s = a+b;
endmodule
module exponential(input clk,rst,start, input [15:0] _x, output done, output[1:0] intpart, output [15:0]fracpart);
	wire co,zx,initx,ldx,zt,initt,ldt,zr,initr,ldr,zc,ldc,enc,s;
	controller control(clk,rst,start,co,done, zx,initx,ldx, 
			  zt,initt,ldt, zr,initr,ldr, zc,ldc,enc, s);
	datapath dP(clk,rst, zx,initx,ldx, zt,initt,ldt,
		    zr,initr,ldr, zc,ldc,enc, s,_x,co,{intpart,fracpart});
endmodule
`timescale 1 ns/ 100 ps
module multiplier(input [15:0] a,b, output [15:0] c);
wire [31:0]temp;
	assign temp = a*b;
	assign c = temp[31:16];
endmodule
`timescale 1 ns/ 100 ps
module mux2to1(input [15:0] a,b, input s, output [15:0] y);
	assign y = (~s)? a:b;
endmodule 
`timescale 1 ns/ 100 ps
module register (input clk,rst,zero,init,ld, input [15:0] r_in, output reg [15:0] r_out);
	always@(posedge clk, posedge rst)begin
		if(rst == 1'b1)
			r_out <= 0;
		else
			if(zero == 1'b1)
				r_out <= 0;
			else if (init == 1'b1)
				r_out <= 16'hFFFF;
			else if(ld == 1'b1)
				r_out <= r_in;
	end
 endmodule
`timescale 1 ns/ 100 ps
module register18 (input clk,rst,zero,init,ld, input [17:0] r_in, output reg [17:0] r_out);
	always@(posedge clk, posedge rst)begin
		if(rst == 1'b1)
			r_out <= 0;
		else
			if(zero == 1'b1)
				r_out <= 0;
			else if (init == 1'b1)
				r_out <= 16'hFFFF;
			else if(ld == 1'b1)
				r_out <= r_in;
	end
 endmodule
==> flow/run.sh <==
#!/bin/bash
# OpenROAD 26Q1-2900-gdf79404cd8, Yosys 0.63+post, stock flow scripts
make -C /OpenROAD-flow-scripts/flow DESIGN_CONFIG=/design/flow/config.mk WORK_HOME=/design/flow/orfs finish
==> flow/config.mk <==
export PLATFORM = sky130hd
export DESIGN_NAME = exponential
export DESIGN_NICKNAME = exponential
export VERILOG_FILES = /design/flow/design.v
export SDC_FILE = /design/flow/constraint.sdc
export NUM_CORES = 4
export LEC_CHECK = 1
export CORE_UTILIZATION = 30
==> flow/constraint.sdc <==
current_design exponential

set clk_period 8.7
set clk_io_pct 0.2

create_clock -name clk0 -period $clk_period [get_ports {clk}]

set non_clock_inputs [all_inputs -no_clocks]
set_input_delay [expr $clk_period * $clk_io_pct] -clock clk0 $non_clock_inputs
set_output_delay [expr $clk_period * $clk_io_pct] -clock clk0 [all_outputs]
==> results.txt <==
The implementation run finished. The initial antenna violation count was 1. The wire length recorded after detailed routing is 28700 microns. Post-route period utilization is reported as 0.846. Horizontal die dimension landed at 200 microns. Global-route total usage across every layer landed at 0.161.

Largest fanout of any net on the critical path landed at 25. Maximum root-to-sink buffer count landed at 2. Placement-stage cell area landed at 12700 sq um. Setup repair after global routing left no endpoint under its margin. For the worst min-delay path, the startpoint reported by OpenROAD is control.ps[5]. STA reports a reg2reg setup slack of 1.34 ns. Per the timing report, the achievable frequency comes out to 0.136 GHz.

The share of synthesized area in the top cell type comes to 0.330. Yosys attributes the largest share of cell area to sky130_fd_sc_hd__fa_1 33%, sky130_fd_sc_hd__ha_1 13%, sky130_fd_sc_hd__dfrtp_1 13%, sky130_fd_sc_hd__inv_1 8.0%, sky130_fd_sc_hd__and2_1 6.0%. Prior to clock tree synthesis, the placed netlist has a worst setup slack of 1.40 ns. Cell area after layout landed at 13000 sq um.

The worst pin sits at a relative slew slack of 0.444. The data required time reported for the critical path is 8.91 ns. Counting flops with an async set or reset pin after synthesis yields a share of 0.845. Row generation in the floorplan step produced 72 rows. Data arrival time of the critical path landed at 7.57 ns.

For this run, the detailed router's first-pass iteration total came to 5. According to the dpl log, the detail-placed design has an HPWL of 21800 microns. The die covers 40000 sq um. The script parses the final routing iteration and logs DRC violations as 0. Wire length of the first global-routing pass landed at 48100 microns. Number of synthesized register bits landed at 71. The script logs the ratio of routed vias to standard cells as 4.72. Yosys mapped the design onto 60 distinct sky130hd cell types. After clock tree synthesis, the clock-pin slew on the worst setup and hold paths is 0.05 ns. Clock latency at the later pin of the worst-skew pair landed at 0.32 ns. Detailed routing inserted a total of 8714 vias. Synthesis produced a netlist whose cell count is 1311.

STA classifies the critical path endpoint as a register. 11 endpoints have no timing constraint.

Depth of the worst register-to-register path landed at 21. The tightest min-delay check is of the reg -> reg type. For this design, the CTS-stage hold fixing added 0 buffers. Number of DRC markers in iteration 0 landed at 393. The critical path is of the reg -> reg type. Yosys mapped a number of flops with a built-in enable equal to 0. The core region is 38600 sq um. The Yosys step of the flow raised 5 warnings. Weighted congestion reported at the end of routability-driven placement landed at 0.932. The number of cells reported by Yosys stat comes to 1311.

Synthesized chip area reported by yosys landed at 11800 sq um. Final setup violation count landed at 0. Post-synthesis to final-layout area growth landed at 10.4%. Worst setup margin landed at 1.34 ns. Per the final layout report, the fraction of cells sized above drive strength 1 comes to 0.0377. Per the final timing report, the hold violations number 0. Slew at the pin with the worst max-slew slack landed at 0.835 ns.

Worst hold path stage count landed at 0. Number of max-cap violations landed at 0. Post-CTS setup-driven buffer insertion count landed at 0. Final clock skew landed at 0.00419 ns. The most used flip-flop cell after synthesis is sky130_fd_sc_hd__dfrtp_1. The report lists the number of cells resized after CTS as 0. The mapped netlist covers 11800 sq um.

Summing over the stages, the warning tally comes to 28. Global-route congestion overflow total landed at 0. Looking at the hold checks, the worst path lands on control.ps[1].

The worst setup path is launched from a register. Pins over their slew limit in the final report were tallied at 0. As logged by OpenROAD, the buffers inserted on ports number 37. The layout has 3900 filler cells. TritonCTS built the clock tree. Setup total negative slack landed at 0 ns. Entering global routing, the biggest net connects 36 pins.

Number of register pins that no clock reaches landed at 11. At the floorplan stage, the core utilization is reported as 0.304. The vertical die dimension reported for this design is 200 microns. The run finished with clean final reports. Looking at the reg2reg group, the worst path ends at dP.rtemp.r_out[14]. For the worst reg-to-reg path, the startpoint reported by OpenROAD is control.ps[1]. The number of global-route vias before repair came to 9235. The tree is rooted in a sky130_fd_sc_hd__clkbuf_16. Routed wirelength normalized by instance count landed at 15.6 microns. Number of buffers added by the clock tree synthesis step landed at 9. H-tree depth landed at 3. Number of placed I/O pins landed at 38.

The largest total area in the synthesized netlist belongs to sky130_fd_sc_hd__fa_1. A synthesized cell averages 8.97 sq um. The count of nets left with antenna violations once routing finished came out at 0. The smallest clock period supported by the final layout is computed as 7.36 ns.
cell families after synthesis:
kind of cell | Yosys count | share of synthesized area
flops | 60 | 0.128
mux | 28 | 0.0255
compound gates | 177 | 0.0968
buf+inv | 312 | 0.100
xor+xnor | 29 | 0.0216
fa+ha+maj | 315 | 0.459
latches | 11 | 0.0140
simple gates | 379 | 0.155
cell type report:
| class | instances | area [sq um] | share of cell area |
|---|---|---|---|
| repair buffers | 58 | 528 | 0.0407 |
| clock inverters | 2 | 10.0 | 0.000771 |
| diodes | 1 | 2.50 | 0.000193 |
| well taps | 518 | 648 | 0.0499 |
| clock buffers | 14 | 264 | 0.0203 |
| flip-flops and latches | 71 | 1670 | 0.128 |
| multi-input cells | 928 | 8920 | 0.687 |
| inverters | 253 | 950 | 0.0731 |
cells in the final DEF (no fill, tap or decap), drive strengths merged, types with 21 or more instances in the layout:
master | Yosys | final
fa | 194 | 194
o21ai | 47 | 47
clkdlybuf4s50 | 0 | 37
ha | 121 | 121
dfrtp | 59 | 59
nand2 | 172 | 172
nor2 | 43 | 43
buf | 7 | 21
inv | 252 | 252
and2 | 113 | 113
a21oi | 52 | 52
worst max path at each step:
stage | endpoint | cells after the start | start | slack, ns
CTS | dP.rtemp.r_out[14] | 21 | control.ps[1] | 1.38
global route | dP.rtemp.r_out[9] | 24 | control.ps[1] | 0.87
finish | dP.rtemp.r_out[14] | 21 | control.ps[1] | 1.34
metrics by stage:
step	hold slack (ns)	cells	util
after floorplan	0.367	1311	-
after global placement	0.402	1828	0.329
after detailed placement	0.400	1828	0.329
after CTS	0.419	1844	0.336
after global routing	0.430	1844	0.336
final	0.414	1845	0.336
cell usage after synthesis (all sizes together) (6+ instances only):
library cell	n
inv	252
nand4	10
buf	7
a21o	11
nor2	43
mux2	10
fa	194
xor2	11
dlxtn	11
a21oi	52
o21a	13
mux2i	18
nor2b	10
ha	121
nand2	172
o31ai	6
nor3	7
a221o	7
dfrtp	59
xnor2	18
o21ai	47
clkbuf	52
and2	113
nand3	8
sequential cells by signal, indices dropped and copies added, names as in the netlist:
| name | flops |
|---|---|
| dP.rtemp.r_out | 16 |
| dP.count.out | 4 |
| dP.rres.r_out | 18 |
| dP.regx.r_out | 16 |
| control.ps | 6 |
| dP.lut.datat | 11 |
critical path, cell delays in order, from the launching register on:
cell and delay [ns]:
sky130_fd_sc_hd__dfrtp_1 0.84, sky130_fd_sc_hd__mux2_2 0.60, sky130_fd_sc_hd__and2_1 0.25, sky130_fd_sc_hd__fa_1 0.50, sky130_fd_sc_hd__inv_1 0.05, sky130_fd_sc_hd__fa_1 0.48
sky130_fd_sc_hd__inv_1 0.05, sky130_fd_sc_hd__fa_1 0.48, sky130_fd_sc_hd__fa_1 0.46, sky130_fd_sc_hd__fa_1 0.53, sky130_fd_sc_hd__inv_1 0.05, sky130_fd_sc_hd__fa_1 0.47
sky130_fd_sc_hd__inv_1 0.04, sky130_fd_sc_hd__ha_1 0.40, sky130_fd_sc_hd__nand4_1 0.20, sky130_fd_sc_hd__nor2_1 0.06, sky130_fd_sc_hd__a222oi_1 0.59, sky130_fd_sc_hd__nand3_1 0.25
sky130_fd_sc_hd__a21oi_2 0.33, sky130_fd_sc_hd__o21ai_1 0.13, sky130_fd_sc_hd__xor2_1 0.15, sky130_fd_sc_hd__a221o_1 0.31
metal layers:
metal	wire [microns]	vias up	global-route usage
met2	13700	245	0.257
met4	451	0	0.0249
li1	-	4116	-
met3	2220	27	0.0524
met5	0	-	0
met1	12400	4326	0.223
