[design/flow/design.v]
module SSD(inp ,out);
input[3:0] inp;
output reg[6:0] out;
parameter _0 = 7'h40;
parameter _1 = 7'h79;
parameter _2 = 7'h24;
parameter _3 = 7'h30;
parameter _4 = 7'h19;
parameter _5 = 7'h12;
parameter _6 = 7'h02;
parameter _7 = 7'h78;
parameter _8 = 7'h00;
parameter _9 = 7'h10;
parameter _a = 7'h08;
parameter _b = 7'h03;
parameter _c = 7'h46;
parameter _d = 7'h21;
parameter _e = 7'h06;
parameter _f = 7'h0e;
always @(inp) begin
    out = 0;
    case (inp)
        0: out = _0; 
        1: out = _1; 
        2: out = _2; 
        3: out = _3; 
        4: out = _4; 
        5: out = _5; 
        6: out = _6; 
        7: out = _7; 
        8: out = _8; 
        9: out = _9; 
        10: out = _a; 
        11: out = _b; 
        12: out = _c; 
        13: out = _d; 
        14: out = _e; 
        15: out = _f; 
        default: out = 7'bx;
    endcase
end
endmodule
[design/flow/run.sh]
#!/bin/bash
# OpenROAD 26Q1-2900-gdf79404cd8, Yosys 0.63+post, stock flow scripts
make -C /OpenROAD-flow-scripts/flow DESIGN_CONFIG=/design/flow/config.mk WORK_HOME=/design/flow/orfs finish
[design/flow/config.mk]
export PLATFORM = sky130hd
export DESIGN_NAME = SSD
export DESIGN_NICKNAME = SSD
export VERILOG_FILES = /design/flow/design.v
export SDC_FILE = /design/flow/constraint.sdc
export NUM_CORES = 4
export LEC_CHECK = 1
export CORE_AREA = 10 10 70 70
export DIE_AREA = 0 0 80 80
[design/flow/constraint.sdc]
current_design SSD

set clk_period 1.2
set clk_io_pct 0.2

create_clock -name clk0 -period $clk_period

set non_clock_inputs [all_inputs -no_clocks]
set_input_delay [expr $clk_period * $clk_io_pct] -clock clk0 $non_clock_inputs
set_output_delay [expr $clk_period * $clk_io_pct] -clock clk0 [all_outputs]
==> results.sh <==
# flow metrics
export IMPL_io_buffers=11
export IMPL_netlist_area_um2=275
export IMPL_fin_setup_tns_ps=-1270
export IMPL_die_w_um=80
export IMPL_cp_arrival_ps=1260
export IMPL_grt_ovfl_total=0
export IMPL_cap_violations=0
export IMPL_worst_pin_slew_ps=152
export IMPL_seq_cell_count=0
export IMPL_fill_cells=382
export IMPL_violations="setup timing"
export IMPL_lay_top_count="buf_2"
export IMPL_rsz0062_at_grt="yes"
export IMPL_path_cells="buf_12, inv_12, ha_4, and2b_2, or3b_1, o21ai_1, buf_2"
export IMPL_clockBufferCount=0
export IMPL_slowest_stage="or3b_1"
export IMPL_grt_pass1_vias=377
export IMPL_io_pins=11
export IMPL_yosys_area_um2=275
export IMPL_drc=0
export IMPL_drtIter0Drc=2
export IMPL_drtPass1Iterations=3
export IMPL_required_ps=960
export IMPL_fmax_mhz=667
export IMPL_ys_warnings_count=1
export IMPL_gp_congestion=0.848
export IMPL_period_needed_ps=1500
export IMPL_leakagePower_uw=0.000285
export IMPL_clock_power_share=0
export IMPL_start_kind="input pin"
export IMPL_warning_count=41
export IMPL_hp_class="input pin to output pin"
export IMPL_grt_usage=0.0331
export IMPL_p_int_uw=121
export IMPL_ys_seq_share=0
export IMPL_via_per_inst=3.14
export IMPL_area_delta_synth_final_pct=136
export IMPL_logic_area_um2=339
export IMPL_hold_viol=0
export IMPL_critical_path_class="input pin to output pin"
export IMPL_path_max_fanout=5
export IMPL_diodes=0
export IMPL_postCtsHoldBufs=0
export IMPL_power_frac_seq=0
export IMPL_rows=21
export IMPL_avgSynthCellArea_um2=8.60
export IMPL_drive_gt1_frac=0.768
export IMPL_worst_slack_ps=-299
export IMPL_post_synth_num_cell_types=15
export IMPL_combPwrFrac=1.000
export IMPL_finalCritPeriodShare=1.25
export IMPL_maxSlewHeadroom=0.895
export IMPL_initial_utilization=0.0806
export IMPL_slew_violations=0
export IMPL_vdd_ir_drop_max_uv=96.4
export IMPL_post_dp_hpwl_um=711
export IMPL_mostFrequentLayoutCells="9 x buf_2, 8 x buf_4, 6 x ha_4, 6 x buf_6"
export IMPL_antenna_found_initial=0
export IMPL_syn_inst=32
export IMPL_power_density_nw_per_um2=313
export IMPL_routed_wl_um=967
export IMPL_die_h_um=80
export IMPL_status="finished, violations left"
export IMPL_wl_per_cell_um=9.48
export IMPL_grt_pass1_wl_mm=1.77
export IMPL_p_switching_uw=81.9
export IMPL_core_area_um2=3420
export IMPL_regArea_um2=0
export IMPL_via_count=320
export IMPL_drtAntennaViolNets=0
export IMPL_fin_hold_ws_ps=922
export IMPL_grt_max_degree=8
export IMPL_final_setup_viol_count=7
export IMPL_critical_path_endpoint_type="output pin"
export IMPL_crit_path_max_incr_delay_ps=340
export IMPL_sw_frac_of_total=0.403
export IMPL_dieArea_um2=6400
export IMPL_ys_cells=32
==> cells in the mapped netlist (2+ instances only) <==
| cell | count | area [um^2] |
|---|---|---|
| ha_1 | 7 | 87.6 |
| inv_1 | 3 | 11.3 |
| mux2i_1 | 4 | 40.0 |
| nor2_1 | 5 | 18.8 |
| a22o_1 | 2 | 17.5 |
| o21ai_0 | 2 | 10.0 |
==> final timing paths <==
path                   start     end  slack [ps]  cells after the start
worst max-delay path  inp[1]  out[0]        -300                      7
worst min-delay path  inp[3]  out[3]         920                      3
==> routing by layer <==
layer | up-vias | GRT usage | routed length (um)
met3 | 2 | 0.00341 | 16
met4 | 0 | 0.00528 | 19
met2 | 4 | 0.0690 | 564
li1 | 160 | - | -
met1 | 154 | 0.0337 | 366
met5 | - | 0 | 0
==> cells by family (layout without fill, tap and decap cells) <==
logic type,Yosys count,count (layout),share of synthesized area
mux,6,6,0.282
buf+inv,5,29,0.100
fa+ha+maj,7,7,0.318
simple gates,8,8,0.145
compound gates,6,6,0.155
==> cell type report <==
type	count	share of cell area
inverter	3	0.0482
multi-input combinational	27	0.522
tap	46	0.0886
timing repair buffer	26	0.341
==> power by group through the flow <==
stage,clock network (uW),logic [uW],registers [uW]
finish,0,203,0
global route,0,225,0
CTS,0,197,0
==> critical path: cells and delay by family <==
kind                     cells  cell delay, ps
AND-OR/OR-AND                1              80
adder cells (fa/ha/maj)      1             110
buffers and inverters        3             270
AND/OR/NAND/NOR              2             550
==> through the flow <==
stage	std cells	utilization	setup slack (ps)	area, um^2	total power (uW)
floorplan	32	-	-16.8	318	70.6
global placement	96	0.157	-1230	537	169
detailed placement	96	0.157	-1240	537	171
CTS	102	0.187	-309	639	197
global route	102	0.190	-376	649	225
finish	102	0.190	-299	649	203
==> repair_timing <==
action	CTS	global route
setup buffers	5	0
pin swaps	9	5
endpoints found under the setup margin	7	7
gates resized	65	3
gates cloned	1	0
Power and IR drop assume default switching activity.
