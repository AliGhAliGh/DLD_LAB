==> ./design.v <==
module ShiftReg(clk, rst, ld, sh, data, out);
input clk, rst, ld, sh;
input[15:0] data;
output reg[15:0] out;
always @(posedge clk, posedge rst) begin
    if(rst) out = 16'b0;
    else if(ld) out = data;
    else if(sh) out = {out[14:0], 1'b0};
end
endmodule
==> ./run.sh <==
#!/bin/bash
# OpenROAD 26Q1-2900-gdf79404cd8, Yosys 0.63+post, stock flow scripts
make -C /OpenROAD-flow-scripts/flow DESIGN_CONFIG=/design/flow/config.mk WORK_HOME=/design/flow/orfs finish
==> ./config.mk <==
export PLATFORM = sky130hd
export DESIGN_NAME = ShiftReg
export DESIGN_NICKNAME = ShiftReg
export VERILOG_FILES = /design/flow/design.v
export SDC_FILE = /design/flow/constraint.sdc
export NUM_CORES = 4
export LEC_CHECK = 1
export CORE_AREA = 10 10 99 99
export DIE_AREA = 0 0 109 109
==> ./constraint.sdc <==
current_design ShiftReg

set clk_period 1.4
set clk_io_pct 0.2

create_clock -name clk0 -period $clk_period [get_ports {clk}]

set non_clock_inputs [all_inputs -no_clocks]
set_input_delay [expr $clk_period * $clk_io_pct] -clock clk0 $non_clock_inputs
set_output_delay [expr $clk_period * $clk_io_pct] -clock clk0 [all_outputs]
==> results.txt <==
The synthesis and place-and-route flow finished, so here is a summary.

The post-route antenna net violation count came out at 0. The number of synthesized register bits is 16. The placement report lists the number of port buffers as 35. The first-iteration detailed-routing DRC count is roughly 42.

The final antenna diode count came out at 0. Per the synthesis report, the single largest cell type by area occupies 53.7% of cell area. The residual DRC count is 0. The worst setup path is launched from a register. The number of CTS-inserted buffers came out at 3. The arrival time of the worst setup path came out at around 1100 ps. The worst setup path is captured at an output port. The yosys-reported design area after synthesis came out at about 750 um^2. The total cells reported by yosys after synthesis is 70.

The number of hold violations in the final report is 0. The report puts the cell count of the worst reg-to-reg path at 4. The total iterations of the first detailed-routing run came out at 4. The first global-routing pass estimated approximately 4100 um of wire.

Measured along the x axis, the die boundary spans roughly 110 um. The AND-OR/OR-AND share of the synthesized area came out at a little over a tenth. The path class of the lowest-slack min-delay path is input pin to async pin. The run finished with clean final reports. The yosys synthesis warning count came out at 1. The largest fanout on the critical path came out at 2. The global-route total usage across every layer came out at under 10%. Recorded from the global router log, the overflow total was 0. At the pin with the least slew margin, the transition time is 227 ps. The internal power came out at around 0.97 mW. The number of flip-flops under the largest register name came out at 16. The placeable core region came out at between 7000 and 8000 um^2. The endpoint required time on the critical path came out at between 1000 and 1500 ps. The clock network burns about a third of the power.

The fraction of final layout cells with drive strength greater than 1 came out at between 10% and 20%. In this run the tools logged warnings totalling 25. The worst supply voltage drop on vdd is around 0.21 mV. The clock slew at the register clock pins of the worst setup and hold paths is about 70 ps.

The leakage power summed over all cells is approximately 0.7 nW. The number of levels in the clock H-tree is 1. Per report_power, the combinational group accounts for about a quarter of the total. The synthesized-area fraction occupied by and/or/nand/nor cells is 8.89%.

The timing report attributes the biggest portion of critical-path delay to buffers and inverters. Entering global routing, the biggest net connects 33 pins. The largest non-sequential cell family by area is multiplexers. The layout overhead on the synthesized area is 89.4%. Of the total power, registers draw 42.1%. The top layer reached by signal wires is met4. The final-layout setup total negative slack came out at 0 ps. By area the synthesized netlist is led by sky130_fd_sc_hd__dfrtp_1 54%, sky130_fd_sc_hd__mux2i_1 20%, sky130_fd_sc_hd__nand2_1 8.1%, sky130_fd_sc_hd__o21ai_1 6.0%, sky130_fd_sc_hd__o21ai_0 4.7%. The floorplan die area is between 10000 and 15000 um^2. The critical path class is register to output port. The mean instance size in the synthesized netlist came out at 10.7 um^2. The area fraction in mux cells came out at between 20 and 25%. Setup repair after global routing left no endpoint under its margin. The count of pins over their slew limit is 0. The count of final setup violators came out at 0. The height of the die came out at 109 um. The critical path's largest stage delay came out at 480 ps. The clock passes through at most 2 buffers.

The detailed placer's ending HPWL came out at 1910 um. The per-cell routed wire length is around 11 um. Summed over all instances, the cell type with the most area after synthesis is sky130_fd_sc_hd__dfrtp_1. The count of cells in the finished layout, fillers not included, comes to 224. The met1 layer wirelength in the final routing is between 900 and 1000 um. The sequential area share after synthesis came out at a little over half. The clock latency reported for the late side of the worst-skew pair came out at around 250 ps. The total clock sinks is 16. The row count is 32.

TritonCTS built the clock tree. The maximum clock frequency came out at 739 MHz. In this run, placement finished with an instance count of 205. The via count of the first global-routing pass is 793. The distinct cell type count after synthesis is 11. The final worst clock skew is between 4 and 5 ps. The number of standard cells after synthesis is around 70.

Pin placement for this block handled 36 I/O pins. The cell chosen for the clock root is sky130_fd_sc_hd__clkbuf_8. Per the STA report, the cell with the highest stage delay on the worst path is sky130_fd_sc_hd__clkdlybuf4s50_1. The max-capacitance violation count is 0. Switching power as a fraction of the total was reported as a little under a quarter. The cell area power density is between 800 and 900 nW/um^2.

The met3 routed wirelength is 253 um. All stages included, the depth of the critical timing path comes to 1. In the floorplan report the effective utilization is approximately a tenth. The global placer's final weighted congestion came out at around 0.7. The buffer and inverter count on the worst path is 1.

The area fraction in full adders, half adders and majority gates is 0%. The net switching power is 0.298 mW. The parity-gate share of the synthesized area counting xor and xnor cells is 0%.

The cell sequence reported for the critical path is clkdlybuf4s50_1. The part of the cycle the worst path needs came out at slightly below 100%. The worst path in the final design needs a cycle of around 1400 ps, including I/O delays and setup. The detail-routed via count per cell is between 3 and 4.

The total number of vias is around 700. In this run the cell area of the synthesized design comes to about 750 um^2. The sum of routed wire length over all layers came out at ~2600 um. The total met2 wirelength after detailed routing came out at around 1300 um. Cells fill 18.3% of the core in the end.

The worst-case max-slew headroom was logged as between 80% and 90%. The number of antenna violations at the first check in global routing is 0.
cell type report:
cell class | instances | area (um^2)
tap | 102 | 128
timing repair buffer | 53 | 529
clock buffer | 4 | 55.1
sequential | 16 | 400
fill | 851 | 6310
multi-input combinational | 48 | 297
inverter | 1 | 3.75
cells in the mapped netlist:
cell,n
sky130_fd_sc_hd__buf_12,1
sky130_fd_sc_hd__buf_2,2
sky130_fd_sc_hd__buf_6,1
sky130_fd_sc_hd__clkbuf_1,1
sky130_fd_sc_hd__dfrtp_1,16
sky130_fd_sc_hd__inv_1,1
sky130_fd_sc_hd__mux2i_1,15
sky130_fd_sc_hd__nand2_1,16
sky130_fd_sc_hd__nand2b_1,1
sky130_fd_sc_hd__o21ai_0,7
sky130_fd_sc_hd__o21ai_1,9
through the flow:
stage | area (um^2) | total power [mW] | hold slack [ps] | setup WS, ps
6_report | 1410 | 1.27 | 343 | 47.3
3_5_place_dp | 1230 | 0.824 | 567 | 8.88
5_1_grt | 1410 | 1.37 | 369 | 0.110
2_1_floorplan | 746 | 0.635 | 194 | 507
3_3_place_gp | 1230 | 0.820 | 559 | 26.5
4_1_cts | 1360 | 1.30 | 345 | 1.65
per-layer routing:
metal / vias to the layer above / track usage, %
li1: 343 / -
met1: 323 / 4.52
met5: - / 0
met3: 2 / 1.91
met2: 16 / 7.33
met4: 0 / 0.942
cell usage in the layout (no fill, tap or decap), drive strengths merged:
master	instances
clkbuf	4
buf	18
clkdlybuf4s50	23
dlygate4sd2	3
dfrtp	16
dlymetal6s2s	9
o21ai	16
nand2b	1
mux2i	15
inv	1
nand2	16
path summary, 6_finish.rpt:
check / slack (ps) / from / to
hold / removal: 340 / rst / out[3]$_DFFE_PP0P_
setup reg to reg: 440 / out[7]$_DFFE_PP0P_ / out[8]$_DFFE_PP0P_
min in group clk0: 580 / data[12] / out[12]$_DFFE_PP0P_
hold reg to reg: 580 / out[15]$_DFFE_PP0P_ / out[15]$_DFFE_PP0P_
setup / recovery: 50 / out[7]$_DFFE_PP0P_ / out[7]
max in group asynchronous: 860 / rst / out[4]$_DFFE_PP0P_
power groups by stage:
| stage | registers [mW] | clock network (mW) | logic [mW] |
|---|---|---|---|
| finish | 0.534 | 0.417 | 0.318 |
| global route | 0.540 | 0.471 | 0.357 |
| CTS | 0.538 | 0.445 | 0.318 |
what timing repair did:
action,CTS,global route
resized,3,9
hold buffers,0,0
setup buffers,11,4
gates cloned,0,0
setup endpoints to repair,12,12
pin swaps,0,0
cells by family after synthesis:
family	count (synthesis)
mux	15
flops	16
compound gates	16
buf+inv	6
simple gates	17
Power is estimated from default activity; no workload was simulated.
